--- design.v ---
module ShiftLeftRegister(
    output [31:0] out,
    input [31:0] in,
    input [4:0] shiftAmmount
);
assign out = in << shiftAmmount;
endmodule  
module shiftRegTest;
wire [31:0]out;
reg [31:0] in;
reg [4:0] shiftAmmount;
ShiftLeftRegister sh(out, in, shiftAmmount);
initial
begin
$monitor("in: %d, out:%d", in, out);
    shiftAmmount = 2;
    in = 10;
    #2
    in = 100;
end
endmodule  
--- run.sh ---
#!/bin/bash
# OpenROAD 26Q1-2900-gdf79404cd8, Yosys 0.63+post, stock flow scripts
make -C /OpenROAD-flow-scripts/flow DESIGN_CONFIG=/design/flow/config.mk WORK_HOME=/design/flow/orfs finish
--- config.mk ---
export PLATFORM = sky130hd
export DESIGN_NAME = ShiftLeftRegister
export DESIGN_NICKNAME = ShiftLeftRegister
export VERILOG_FILES = /design/flow/design.v
export SDC_FILE = /design/flow/constraint.sdc
export NUM_CORES = 4
export LEC_CHECK = 1
export CORE_UTILIZATION = 40
--- constraint.sdc ---
current_design ShiftLeftRegister

set clk_period 2.2
set clk_io_pct 0.2

create_clock -name clk0 -period $clk_period

set non_clock_inputs [all_inputs -no_clocks]
set_input_delay [expr $clk_period * $clk_io_pct] -clock clk0 $non_clock_inputs
set_output_delay [expr $clk_period * $clk_io_pct] -clock clk0 [all_outputs]
==> flow_summary.json <==
{
  "outcome": "finished with violations",
  "violations": "setup timing",
  "min_path_type": "in -> out",
  "top_cell_area_share": 0.235,
  "rows": 23,
  "drv_cap": 0,
  "route.detailed.drc": 0,
  "grt_pass1_wl_um": 11700,
  "yosys_warnings": 0,
  "syn_area_sq_mm": 0.00172,
  "cp-start-kind": "input pin",
  "startpoint": "shiftAmmount[0]",
  "seqCellArea_sq_um": 0,
  "hold_depth": 6,
  "slew_headroom": 0.714,
  "top_cell": "nor2_1",
  "worst_pin_slew_ns": 0.429,
  "crit_fanout": 8,
  "clkbuf_count": 0,
  "final.min_clock_period_ns": 2.46,
  "syn_area_per_cell_sq_um": 9.80,
  "grt_pass1_vias": 2254,
  "peakVddDrop_v": 0.000170,
  "crit_path_end": "out[31]",
  "place_congestion": 1.00,
  "netlist_instances": 176,
  "max_freq_ghz": 0.406,
  "finalPower_uw": 884,
  "cp-end-kind": "primary output",
  "vias": 2373,
  "portBuffers": 69,
  "powerDensity_mw_per_mm2": 260,
  "fin_cells": 381,
  "viasPerCell": 6.23,
  "hold_violations": 0,
  "finalMaxSlewViolations": 0,
  "placed_cells": 340,
  "critPathRequiredTime_ns": 1.76,
  "grt.overflow.total": 0,
  "rsz0062_at_grt": "true",
  "postCtsHoldBufs": 0,
  "leakagePower_nw": 1.50,
  "final_antenna_net_count": 0,
  "tool_warnings": 35,
  "ys_seq_share": 0,
  "place_ws_ns": -0.972,
  "dr.pass1.iters": 4,
  "die-height_um": 67.7,
  "drive_above_1_share": 0.755,
  "worstSetupPathType": "in -> out",
  "grt_start_max_net_pins": 18,
  "area_delta_synth_final_pct": 97.3,
  "core_area_sq_mm": 0.00406,
  "drtIter0Drc": 149,
  "drt_wl_total_um": 8000,
  "grt_usage": 0.365,
  "finalClockPeriodUsage": 1.12,
  "finalSetupViolations": 28,
  "fp_util": 0.425,
  "top_cells_by_count": "nor2_1 (21), mux4_2 (18), mux2_2 (17)",
  "dp_hpwl_um": 5050,
  "antenna_found_initial": 0,
  "dieArea_sq_mm": 0.00458,
  "num_antenna_cells": 0,
  "yosysChipArea_sq_mm": 0.00172,
  "ios": 69,
  "fin_ws_ns": -0.260,
  "synth.largest_area_cell": "mux4_2",
  "die_w_um": 67.7,
  "wire_per_inst_um": 21.0,
  "seq_cells": 0,
  "area_leaders": "mux4_2 (24%), mux4_1 (15%), mux2_2 (11%)",
  "cp.arrival_ns": 2.02,
  "ys_cells": 176,
  "synth_cell_types": 38
}
==> area by class of cell <==
cell class	count	area, sq um
inverter	4	15.0
multi-input combinational	153	1840
tap	50	62.6
fill	208	656
timing repair buffer	174	1480
==> repair_timing <==
item	in CTS	in global routing
resized	235	57
cloned	1	0
setup buffers	39	6
setup endpoints to repair	32	32
pin swaps	47	19
==> critical path, cell delays in order <==
cell	delay, ns
buf_12	0.12
buf_12	0.11
mux4_2	0.54
mux2_4	0.32
mux2i_4	0.17
buf_6	0.12
o221ai_2	0.07
buf_2	0.13
==> cell families after synthesis <==
group / synth area share
muxes: 0.565
AOI/OAI and AO/OA: 0.196
buffers and inverters: 0.107
and+or+nand+nor: 0.132
==> worst min-delay path by stage <==
stage / startpoint / endpoint
final: shiftAmmount[1] / out[5]
after CTS: shiftAmmount[1] / out[5]
after global routing: shiftAmmount[1] / out[5]
==> where the power goes <==
group | switching [mW] | internal [mW] | leakage (nW)
clock network | 0 | 0 | 0
logic | 0.370 | 0.514 | 1.50
registers | 0 | 0 | 0
==> layer usage <==
metal	vias to the layer above	GRT usage	wire (um)
met5	-	0	0
met3	28	0.0702	705
met1	1168	0.529	3290
met4	0	0.0851	248
li1	1037	-	-
met2	140	0.579	3760
==> layout by cell type, fill, tap and decap left out, types with 7 or more instances in the layout <==
cell type / count
buf_12: 7
buf_2: 31
buf_4: 71
buf_6: 26
clkbuf_2: 10
clkdlybuf4s15_1: 7
clkdlybuf4s50_1: 9
dlygate4sd2_1: 9
mux2_4: 14
mux4_2: 28
nand2_1: 11
nor2_1: 9
==> through the flow <==
step,TNS (ns),utilization,area (sq um),hold WS (ns)
2_1_floorplan,0,-,1730,1.11
3_3_place_gp,-24.25,0.692,2810,2.03
3_5_place_dp,-24.76,0.692,2810,2.04
4_1_cts,-5.84,0.813,3300,1.49
5_1_grt,-5.63,0.838,3400,1.50
6_report,-4.50,0.838,3400,1.46
Power is estimated from default activity; no workload was simulated.
